**design/flow/config.mk**
```make
export PLATFORM = sky130hd
export DESIGN_NAME = vsevenseg
export DESIGN_NICKNAME = vsevenseg
export VERILOG_FILES = /design/flow/design.v
export SDC_FILE = /design/flow/constraint.sdc
export NUM_CORES = 4
export LEC_CHECK = 1
export CORE_AREA = 10 10 70 70
export DIE_AREA = 0 0 80 80
```
**design/flow/constraint.sdc**
```tcl
current_design vsevenseg

set clk_period 1.3
set clk_io_pct 0.2

create_clock -name clk0 -period $clk_period

set non_clock_inputs [all_inputs -no_clocks]
set_input_delay [expr $clk_period * $clk_io_pct] -clock clk0 $non_clock_inputs
set_output_delay [expr $clk_period * $clk_io_pct] -clock clk0 [all_outputs]
```
**design/flow/design.v**
```verilog
`timescale 1ns / 1ps
module vsevenseg(
    input [3:0] x,          
   	output [6:0] seg_L,     
	output [3:0] anode_L    
	);
wire [6:0] seg;	             
assign anode_L = 4'b1100;  
assign seg_L = ~seg;
   assign seg[0] = ~x[3]&x[2]&x[0]|x[2]&x[1]|~x[3]&x[1]|x[3]&~x[0]|x[3]&~x[2]&~x[1]|~x[2]&~x[0];
   assign seg[1] = ~x[3]&~x[2]|~x[2]&~x[0]|~x[3]&~x[1]&~x[0]|~x[3]&x[1]&x[0]|x[3]&~x[1]&x[0];
   assign seg[4] = x[3]&x[2]|x[3]&x[1]|~x[2]&~x[0]|x[1]&~x[0];
   assign seg[6] = x[1]&~x[0]|x[3]&~x[2]|x[3]&x[0]|~x[2]&x[1]|~x[3]&x[2]&~x[1];
  assign seg[2] = x[3]&~x[2] | ~x[1]&~x[0] | ~x[3]&~x[2]&~x[1] | ~x[3]&x[0] | x[2]&x[1]&x[0];
  assign seg[3] = ~x[1]&~x[0] | ~x[3]&~x[2]&~x[1] | x[2]&~x[1]&x[0] | ~x[3]&x[2]&x[1] | x[3]&~x[2]&x[1] | x[3]&x[2]&~x[1];
  assign seg[5] = ~x[3]&~x[1]&~x[0] | ~x[3]&x[2]&~x[0] | ~x[3]&x[2]&x[1] | x[3]&~x[2] | x[3]&x[2]&x[1];
endmodule
```
**design/flow/run.sh**
```bash
#!/bin/bash
# OpenROAD 26Q1-2900-gdf79404cd8, Yosys 0.63+post, stock flow scripts
make -C /OpenROAD-flow-scripts/flow DESIGN_CONFIG=/design/flow/config.mk WORK_HOME=/design/flow/orfs finish
```
==> tab_implementation.tex <==
% Yosys + OpenROAD metrics
\begin{tabular}{lr}
\hline
Metric & Value \\
\hline
\multicolumn{2}{l}{\textbf{Global routing}} \\
Number of antenna violations at the first check in global routing & 0 \\
Largest net degree at the start of global routing & 8 \\
Global routing usage summed across all routing layers & 2.40\% \\
Number of global-route vias before repair & 290 \\
Global-route wire length before repair & 1300 µm \\
Leftover overflow at the end of global routing & 0 \\
\multicolumn{2}{l}{\textbf{Critical path}} \\
Combined buffer and inverter count along the critical path & 4 \\
Setup crit end kind & primary output \\
Top Family by Delay on Critical Path & buffers and inverters \\
Cell with the biggest individual delay on the critical path & xnor2\_4 \\
Longest individual stage delay on the worst path & 0.15 ns \\
Element type at the critical path start & primary input \\
Max FO, Critical Path & 5 \\
Required time at the worst-slack endpoint & 1.04 ns \\
Series of cell instances along the critical path & buf\_6 > buf\_6 > buf\_6 > xnor2\_4 > nand3b\_1 > o211ai\_1 > buf\_2 \\
Arrival time worst endpoint & 1.06 ns \\
Cell repeated most along the worst path & buf\_6 \\
Crit Path Category & in -> out \\
\multicolumn{2}{l}{\textbf{Power and ir drop}} \\
Int Pwr & 0.0902 mW \\
Pleak & 0.238 nW \\
Combinational fraction of design power & 100.0\% \\
Worst VDD drop & 0.0485 mV \\
Portion of total power attributed to sequential cells & 0\% \\
Switching power share of the total & 39.6\% \\
Clk pwr share & 0\% \\
Power Dens Cells & 300 mW/mm² \\
Switching power total & 0.0592 mW \\
\multicolumn{2}{l}{\textbf{Detailed routing}} \\
Count of unresolved DRC violations after routing & 0 \\
Vias/cell & 2.95 \\
Routed wire per std cell & 8.46 µm \\
Number of vias after detailed routing & 307 \\
Remaining antenna violation count after routing & 0 \\
Pre-Repair DR Iteration Count & 2 \\
Wire length after detailed routing & 880 µm \\
1st-iter DRT viols & 7 \\
Antenna diode count & 0 \\
\multicolumn{2}{l}{\textbf{Finish}} \\
Filler cell count & 396 \\
Signed area change from the synthesized netlist to the final layout & 124\% \\
Total number of sequential cells & 0 \\
Register area & 0 µm² \\
Share of final-layout standard cells stronger than drive strength 1 & 67.2\% \\
Share of the core filled with cells in the final layout & 14.6\% \\
Logic cell area & 219 µm² \\
Clock buffer count in the final layout & 0 \\
\multicolumn{2}{l}{\textbf{Timing}} \\
Post-layout period usage of the worst path & 102\% \\
Pins Over Slew Limit & 0 \\
Shortest clock period the worst path allows after layout & 1.32 ns \\
Timing-limited maximum frequency & 757 MHz \\
Final hold viol count & 0 \\
Final hold slack & 0.885 ns \\
Count of final setup violators & 2 \\
Unrepaired setup endpoints after global routing & yes \\
Final critical-path setup slack & -0.0202 ns \\
\multicolumn{2}{l}{\textbf{Logic synthesis}} \\
Warnings, synthesis & 0 \\
Area of the mapped netlist & 223 µm² \\
Ao+oa area frac & 31.5\% \\
Number of cell instances after yosys synthesis & 35 \\
Sequential-to-total area share from yosys stat & 0\% \\
XOR Share, Synth & 3.93\% \\
Area figure in the yosys stat output & 223 µm² \\
Synthesized area per cell & 6.36 µm² \\
Dominant combinational cell family by area after synthesis & AND-OR/OR-AND gates \\
Post-synthesis instance total & 35 \\
Count of distinct cell types in the synthesized netlist & 20 \\
Post-Synth Adder-Cell Area & 0\% \\
Synthesized-area fraction occupied by and/or/nand/nor cells & 30.3\% \\
Multiplexer share of the synthesized area & 5.06\% \\
\multicolumn{2}{l}{\textbf{CTS}} \\
Cts-stage hold buffer count & 0 \\
\multicolumn{2}{l}{\textbf{Run status}} \\
Run status & finished with violations \\
Violated checks & setup timing \\
\multicolumn{2}{l}{\textbf{Placement}} \\
Count of buffers from port buffering & 11 \\
Post-DP HPWL & 678 µm \\
Last weighted congestion value of the routability-driven placer & 0.770 \\
Worst slack, placed & -0.812 ns \\
\multicolumn{2}{l}{\textbf{Floorplanning}} \\
Floorplan die height & 80 µm \\
Core footprint & 0.00342 mm² \\
Starting density of the core & 6.52\% \\
Die x size & 80 µm \\
Core Rows & 21 \\
Top-level I/O count & 15 \\
DIE AREA & 0.00640 mm² \\
\multicolumn{2}{l}{\textbf{Hold path}} \\
Classification of the worst-slack hold path & in -> out \\
\multicolumn{2}{l}{\textbf{Flow run}} \\
Number of OpenROAD warnings & 34 \\
Max-Cap Viols & 0 \\
\hline
\end{tabular}
per-stage QoR:
stage,total power [mW],TNS [ns],instances,area (µm²)
floorplan,0.0580,0,37,230
global placement,0.125,-5.28,95,404
detailed placement,0.124,-5.24,95,404
CTS,0.140,-0.0193,102,470
global route,0.164,-0.131,104,498
finish,0.149,-0.0281,104,498
cell usage after synthesis:
cell | instances | area, µm²
nor2_1 | 3 | 11.3
nand2b_1 | 1 | 6.26
and3_2 | 1 | 7.51
and2b_2 | 1 | 8.76
nand2_1 | 7 | 26.3
xnor2_1 | 1 | 8.76
o31ai_1 | 1 | 7.51
mux2_2 | 1 | 11.3
a32o_1 | 1 | 10.0
o211ai_1 | 2 | 15.0
conb_1 | 2 | 7.51
o22ai_2 | 1 | 12.5
a31oi_1 | 1 | 6.26
o32ai_1 | 1 | 8.76
nand3b_1 | 1 | 7.51
a21oi_1 | 2 | 10.0
buf_4 | 5 | 37.5
buf_2 | 1 | 5.00
inv_2 | 1 | 3.75
buf_6 | 1 | 11.3
cells in the final DEF (no fill, tap or decap):
master | synthesis | routed
a21oi_2 | 0 | 2
nand2_1 | 7 | 6
nor2_1 | 3 | 3
buf_8 | 0 | 1
and3_2 | 1 | 1
a31oi_1 | 1 | 1
nand2b_4 | 0 | 1
a32o_1 | 1 | 1
buf_6 | 1 | 6
and2b_2 | 1 | 1
inv_2 | 1 | 1
o22ai_2 | 1 | 1
nand2_4 | 0 | 1
buf_2 | 1 | 8
o211ai_1 | 2 | 2
xnor2_4 | 0 | 1
clkbuf_2 | 0 | 1
conb_1 | 2 | 4
o32ai_1 | 1 | 1
buf_4 | 5 | 12
nand3b_1 | 1 | 1
o31ai_2 | 0 | 1
mux2_2 | 1 | 1
kinds of logic after synthesis:
group / count (synthesis)
xor gates and xnor gates: 1
buffers and inverters: 8
muxes: 1
other: 2
AOI/OAI and AO/OA: 9
and+or+nand+nor: 14
area by class of cell:
type	count	area share, %
Inverter	1	0.754
Multi-Input combinational cell	29	44.0
Tap cell	46	11.6
Timing Repair Buffer	28	43.7
path summary, 6_finish.rpt:
kind,slack [ns],startpoint,cells past startpoint,end
setup / recovery,-0.02,x[3],7,seg_L[0]
hold / removal,0.88,x[2],4,seg_L[6]
what timing repair did:
item                                    4_1_cts  5_1_grt
gates resized                                52        4
buffers inserted                              6        2
gates cloned                                  1        0
pin swaps                                     6        3
endpoints found under the hold margin         0        0
endpoints found under the setup margin        7        3
routing by layer:
| metal | wire length [µm] | global-route usage (%) |
|---|---|---|
| met3 | 29 | 0.341 |
| met1 | 416 | 3.17 |
| met4 | 0 | 0 |
| met2 | 434 | 4.25 |
| met5 | 0 | 0 |
power by group through the flow:
stage | clock (mW) | sequential (mW) | combinational [mW]
after CTS | 0 | 0 | 0.140
final | 0 | 0 | 0.149
after global routing | 0 | 0 | 0.164
Power figures rest on the tool's default switching activity, not on a simulated workload.
